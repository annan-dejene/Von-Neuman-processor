--- /design/flow/design.v ---
module control_unit(opcode, alu_zero_flag_in, reg_write_enable_out, mem_write_enable_out, alu_opcode_out, alu_src_select_out, mem_to_reg_select_out, jump_enable_out, branch_enable_out, mem_address_select_out, halt_cpu_out);
    input [3:0] opcode;
    input alu_zero_flag_in; 
    output reg reg_write_enable_out;
    output reg mem_write_enable_out;
    output reg [3:0] alu_opcode_out;
    output reg alu_src_select_out;  
    output reg mem_to_reg_select_out; 
    output reg jump_enable_out; 
    output reg branch_enable_out;        
    output reg mem_address_select_out;   
    output reg halt_cpu_out; 
    parameter OP_NOP  = 4'b0000;
    parameter OP_ADD  = 4'b0001;
    parameter OP_SUB  = 4'b0010;
    parameter OP_AND  = 4'b0011;
    parameter OP_OR   = 4'b0100;
    parameter OP_XOR  = 4'b0101;
    parameter OP_NOT  = 4'b0110;
    parameter OP_MOV  = 4'b0111; 
    parameter OP_LD   = 4'b1000;
    parameter OP_ST   = 4'b1001;
    parameter OP_BEQZ = 4'b1010;
    parameter OP_JMP  = 4'b1011;
    parameter OP_HLT  = 4'b1110;
    parameter ALU_ADD = 4'b0001;
    parameter ALU_SUB = 4'b0010;
    parameter ALU_AND = 4'b0011;
    parameter ALU_OR  = 4'b0100;
    parameter ALU_XOR = 4'b0101;
    parameter ALU_NOT = 4'b0110;
    parameter ALU_BYP = 4'b1111; 
    always @* begin
        reg_write_enable_out = 0;
        mem_write_enable_out = 0;
        alu_opcode_out = ALU_BYP;      
        alu_src_select_out = 0;        
        mem_to_reg_select_out = 0;     
        jump_enable_out = 0;
        branch_enable_out = 0;        
        mem_address_select_out = 0;   
        halt_cpu_out = 0;
        case (opcode)
            OP_NOP: begin end
            OP_ADD, OP_SUB, OP_AND, OP_OR, OP_XOR, OP_NOT: begin
                reg_write_enable_out = 1;      
                alu_src_select_out = 0;  
                if (opcode == OP_ADD) alu_opcode_out = ALU_ADD;
                else if (opcode == OP_SUB) alu_opcode_out = ALU_SUB;
                else if (opcode == OP_AND) alu_opcode_out = ALU_AND;
                else if (opcode == OP_OR) alu_opcode_out = ALU_OR;
                else if (opcode == OP_XOR) alu_opcode_out = ALU_XOR;
                else if (opcode == OP_NOT) alu_opcode_out = ALU_NOT;
            end
            OP_MOV: begin
                reg_write_enable_out = 1;      
                alu_src_select_out = 1;  
                alu_opcode_out = ALU_ADD;  
            end
            OP_LD: begin
                reg_write_enable_out = 1;       
                mem_to_reg_select_out = 1;  
                alu_src_select_out = 0;     
                alu_opcode_out = ALU_BYP;   
                mem_address_select_out = 1;  
            end
            OP_ST: begin
                mem_write_enable_out = 1;       
                alu_src_select_out = 0;     
                alu_opcode_out = ALU_BYP;          
                mem_address_select_out = 1;     
            end
            OP_BEQZ: begin
                branch_enable_out = 1;         
                alu_src_select_out = 1;  
                alu_opcode_out = ALU_BYP;      
            end
            OP_JMP: begin
                jump_enable_out = 1;           
            end
            OP_HLT: begin
                halt_cpu_out = 1;
            end
        endcase
    end
endmodule
--- /design/flow/run.sh ---
#!/bin/bash
# OpenROAD 26Q1-2900-gdf79404cd8, Yosys 0.63+post, stock flow scripts
make -C /OpenROAD-flow-scripts/flow DESIGN_CONFIG=/design/flow/config.mk WORK_HOME=/design/flow/orfs finish
--- /design/flow/config.mk ---
export PLATFORM = sky130hd
export DESIGN_NAME = control_unit
export DESIGN_NICKNAME = control_unit
export VERILOG_FILES = /design/flow/design.v
export SDC_FILE = /design/flow/constraint.sdc
export NUM_CORES = 4
export LEC_CHECK = 1
export CORE_AREA = 10 10 70 70
export DIE_AREA = 0 0 80 80
--- /design/flow/constraint.sdc ---
current_design control_unit

set clk_period 1.0
set clk_io_pct 0.2

create_clock -name clk0 -period $clk_period

set non_clock_inputs [all_inputs -no_clocks]
set_input_delay [expr $clk_period * $clk_io_pct] -clock clk0 $non_clock_inputs
set_output_delay [expr $clk_period * $clk_io_pct] -clock clk0 [all_outputs]
==> Slide: Implementation Results <==
Implementation Results

Status
  • Outcome: finished with violations
  • Failing checks: negative setup slack

Power and ir drop
  • Power Density: about 320 mW/mm^2
  • Combinational share of power: about 100%
  • Clk pwr share: 0%
  • Flop pwr share: 0%
  • P_leak: 0.172 nW
  • Max VDD drop: between 0.05 and 0.06 mV
  • Switch share: 39.5%
  • Internal cell power: roughly 0.080 mW
  • Psw: 0.0523 mW

Yosys
  • YS chip area: ~190 um^2
  • Post-synth seq share: 0%
  • Top area cell types: and4bb_2, buf_6, nand2b_1
  • Ys Warns: 1
  • Synth top area share: a little over an eighth
  • Syn Area/Cell: approximately 7.6 um^2
  • Cell Type Count: 19
  • Ys cells: 25
  • Post-Syn Instances: 25
  • Yosys top cell by area: and4bb_2
  • Post-Syn Area: about 190 um^2

Timing
  • Max-slew violations: 0
  • Worst-Margin Slew: 0.172 ns
  • Fin. Hold Viols: 0
  • Endpoints failing setup: 6
  • Slew margin rel.: just under 90%
  • Min Tclk post-route: around 1.1 ns
  • Final setup margin: -0.114 ns
  • Max Clk Rate: 0.898 GHz
  • Final worst path period share: 111%
  • Fin Setup TNS: -0.285 ns
  • RSZ-0062 raised after global routing: yes

Floorplan
  • Core Region: 0.00342 mm^2
  • Die Size: 0.00640 mm^2
  • Initial Utilization: roughly 5.5%
  • Site Rows: 21
  • Die Wd: around 80 um
  • Die Y-Extent: about 80 um
  • Boundary Pins: 17

Cells and area
  • Flop area: 0 um^2
  • Top cells excl fill/tap: buf_6, buf_2, buf_4, clkbuf_2
  • Registers: 0
  • Share of layout cells above drive strength 1: roughly four fifths
  • # clk buffers: 0
  • Area Overhead vs Synth: 120%
  • Non-Filler Instances: just under 90
  • Most numerous logic cell after layout: buf_6

Critical path
  • CP Class: primary input to output pin
  • Critical path peak fanout: 5
  • Required time of the critical path: roughly 0.80 ns
  • CP endpoint kind: output pin
  • Critical Path AT: about 0.91 ns
  • Launching element type of the critical path: primary input

Routing
  • Post-DR wirelength/cell: between 9 and 10 um
  • Drt drc: 0
  • 1st-pass router iterations: 2
  • Via-per-instance ratio: 2.56
  • Vias: roughly 230
  • Routed Antenna Nets: 0
  • Total wire length: 796 um
  • Antenna cell count: 0
  • Detailed Route Iter0 Violations: 1

GRT
  • Vias in the first global route: 224
  • Gr busiest metal: met2
  • GR Util met2: under 10%
  • Initial antenna violation count: 0
  • First-pass GRT wire length: 1320 um
  • GR Util met1: roughly 2.6%
  • M3 GR Usage: less than 1%
  • Gr ovfl total: 0
  • Largest net degree at the start of global routing: 12
  • GR Util All Layers: approximately 2.5%

Placed design
  • Port Buf Inserts: 16
  • Detail Placement HPWL: between 600 and 700 um
  • GP Congestion: 0.775
  • Placed cells: 86

Worst hold path
  • Hold Crit Class: primary input to output pin

Clocking
  • # hold bufs at CTS: 0

Job
  • Tool warnings: 35
  • Max-cap check violation count: 0
-- Yosys cell counts, types with 2 or more instances --
master,instances
and4bb_2,2
o21ai_0,2
nor2_1,3
nand2b_1,2
buf_6,2
-- per-stage QoR --
step | worst slack (ns) | util (%) | cell area, um^2 | hold WS (ns) | total power, mW
after floorplan | 0.132 | - | 189 | 0.528 | 0.0537
after global placement | -0.908 | 11.5 | 394 | 1.46 | 0.121
after detailed placement | -0.930 | 11.5 | 394 | 1.45 | 0.123
after CTS | -0.185 | 12.0 | 409 | 0.735 | 0.131
after global routing | -0.163 | 12.2 | 415 | 0.723 | 0.148
final | -0.114 | 12.2 | 415 | 0.692 | 0.133
-- layer usage --
layer	wire (um)	share of wire (%)
met1	263	33
met2	484	61
met3	47	5.9
met4	0	0
met5	0	0
-- worst paths after layout --
check	start	endpoint	slack, ns	cells after the start
max	opcode[2]	reg_write_enable_out	-0.11	6
min	opcode[0]	mem_to_reg_select_out	0.69	3
-- layout make-up --
| type | count | area, um^2 |
|---|---|---|
| multi-input cells | 20 | 184 |
| repair buffers | 21 | 170 |
| fillers | 405 | 3000 |
| inverters | 1 | 3.75 |
| well taps | 46 | 57.6 |
-- what timing repair did --
item                       4_1_cts  5_1_grt
cloned                           1        0
setup endpoints to repair       12       10
setup buffers                    1        1
pin swaps                        3        6
gates resized                   68       10
-- critical path, stage by stage --
cell     delay [ns]
buf_8          0.09
buf_6          0.12
buf_6          0.11
nor3_4         0.13
xnor2_1        0.13
buf_2          0.12
-- power groups by stage --
stage | registers, mW | clock network, mW | logic, mW
CTS | 0 | 0 | 0.131
global route | 0 | 0 | 0.148
finish | 0 | 0 | 0.133
-- logic make-up after synthesis --
family / count (synthesis) / synth area share [%]
and+or+nand+nor: 15 / 59.6
buffers and inverters: 5 / 20.5
adders and majority gates: 1 / 5.96
xor gates and xnor gates: 1 / 4.64
AOI/OAI and AO/OA: 3 / 9.27
Power is estimated from default activity; no workload was simulated.
