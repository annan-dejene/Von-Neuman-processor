$ cat flow/config.mk
export PLATFORM = sky130hd
export DESIGN_NAME = ALU
export DESIGN_NICKNAME = ALU
export VERILOG_FILES = /design/flow/design.v
export SDC_FILE = /design/flow/constraint.sdc
export NUM_CORES = 4
export LEC_CHECK = 1
export CORE_AREA = 10 10 110 110
export DIE_AREA = 0 0 120 120
$ cat flow/constraint.sdc
current_design ALU

set clk_period 10.3
set clk_io_pct 0.2

create_clock -name clk0 -period $clk_period

set non_clock_inputs [all_inputs -no_clocks]
set_input_delay [expr $clk_period * $clk_io_pct] -clock clk0 $non_clock_inputs
set_output_delay [expr $clk_period * $clk_io_pct] -clock clk0 [all_outputs]
$ cat flow/design.v
module ALU(num1, num2, opcode, result, zero);
    input [15:0] num1;  
    input [15:0] num2;
    input [3:0] opcode;  
    output reg [15:0] result;
    output zero;
    always @* begin
        case (opcode)
            4'b0001: result = num1 + num2;  
            4'b0010: result = num1 - num2;  
            4'b0011: result = num1 & num2;  
            4'b0100: result = num1 | num2;   
            4'b0101: result = num1 ^ num2;   
            4'b0110: result = ~num1;  
            default: result = num1;          
        endcase 
    end
    assign zero = (result == 0);
endmodule
$ cat flow/run.sh
#!/bin/bash
# OpenROAD 26Q1-2900-gdf79404cd8, Yosys 0.63+post, stock flow scripts
make -C /OpenROAD-flow-scripts/flow DESIGN_CONFIG=/design/flow/config.mk WORK_HOME=/design/flow/orfs finish
==> flow_results.org <==
#+TITLE: Flow metrics

** Global route
- Number of antenna violations at the first check in global routing :: 0
- After global routing the overflow that remains totals 0.
- Pin count of the biggest net entering global routing :: 33
- The via count of the first global-routing pass is 2,594.
- The global routing report lists combined usage of all routing layers as 11.4%.
- The first global-routing pass estimated 13,800 µm of wire.

** Critical path
- According to the timing report, the arrival time at the worst endpoint equals 6920 ps.
- STA puts the critical path data required time at 8240 ps.
- The worst setup path is captured at a primary output.
- The worst setup path is of the input pin to primary output kind.
- STA classifies the critical path startpoint as an input pin.
- The report shows a maximum critical-path fanout of 32.

** Detailed routing
- The routed design shows a via density per instance of 5.26.
- Drc violations :: 0
- Routed wire length per instance :: 15.8 µm
- In the routed netlist, the antenna diode instances number 0.
- Number of antenna-violating nets in the routed design :: 0
- Wires add up to 8590 µm.
- Starting DRC count in detailed routing :: 198
- Pre-antenna DRT Iters :: 5
- The routed layout has around 2,900 vias.

** Finish
- The design has 0 sequential cells.
- Cells with a size suffix above 1 make up approximately 2.7% of the layout.
- The clock buffers instantiated in the layout total 0.
- Number of filler cells placed in the layout :: 1,063
- Core Util, Final :: 33.0%
- Area Growth Syn to Fin :: 26.0%
- Area taken by flip-flops and latches :: 0 µm²

** Timing
- Final Critical Period :: 8980 ps
- Maximum operating frequency :: 111 MHz
- Total count of max-transition violations in the final report :: 0
- Final tally of setup violations :: 0
- The transition time recorded at the tightest slew-check pin is 928 ps.
- Counting endpoints that fail hold in the final report gives 0.
- Setup repair after global routing left no endpoint under its margin.
- Fraction of the cycle the final worst path needs :: 87.2%
- Headroom to the max-slew limit :: 37.3%
- Sum of negative setup slack :: 0 ps

** Floorplan
- The core region is 0.00977 mm².
- The floorplan step defined a die boundary enclosing 0.0144 mm².
- 53 I/O pins were placed.
- Horizontal die dimension :: about 120 µm
- The floorplan has 36 rows.
- From bottom edge to top edge, the die measures 120 µm.
- Pre-Place Util :: 26.2%

** Logic synthesis
- Yosys warnings :: 1
- Largest area contributor in the synthesized netlist :: sky130_fd_sc_hd__ha_1
- Counting every instance in the synthesized netlist gives 372.
- After synthesis the cells add up to 0.00256 mm².
- Ranked by total cell area, the synthesized netlist is headed by sky130_fd_sc_hd__ha_1 (23%), sky130_fd_sc_hd__inv_1 (5.7%), sky130_fd_sc_hd__o21ai_0 (4.9%).
- A synthesized cell averages 6.87 µm².
- Chip area from the yosys synthesis statistics :: 0.00256 mm²
- The gate-level netlist out of Yosys references between 50 and 60 unique cell types.
- In the Yosys report, the sequential cells make up 0% of the chip area.
- The number of cells reported by Yosys stat comes to 372.
- Area share, top type :: about a quarter

** Flow run
- Stage-log warning count :: 49
- Across the run, the number of max-cap violations was 0.

** Status
- The flow ran to the end, and the final reports show no timing, DRC or antenna violations.

** Power and ir drop
- Across the VDD grid, the largest voltage drop is 0.0154 mV.
- Leakage power :: between 0.001 and 0.0015 µW
- Power density of the placed cells :: 49.5 mW/mm²

** Placed design
- Per the gpl log, the routability congestion estimate is 0.913.
- In this run the tool buffered the top-level ports with 53 buffer cells.
- Detail Placement HPWL :: roughly 7000 µm

** Hold path
- Hold/Removal Path Class :: input pin to primary output

** Clock tree
- Once the clock tree was built, the resizer swapped 0 gates to a different size.
- After clock tree synthesis, the setup repair step added 0 buffers.
- The post-CTS hold buffer count recorded in the log is 0.
-- final timing paths --
kind | slack, ps | cells past startpoint | from | end
min | 5230 | 4 | num1[12] | result[12]
max | 1320 | 14 | opcode[1] | zero
-- Yosys cell counts (all sizes together), types with 3 or more instances --
| library cell | count |
|---|---|
| a211o | 3 |
| a211oi | 5 |
| a21o | 6 |
| a21oi | 13 |
| a221o | 4 |
| a221oi | 4 |
| a22oi | 10 |
| a31oi | 4 |
| and2 | 3 |
| and3 | 6 |
| buf | 5 |
| clkbuf | 14 |
| ha | 48 |
| inv | 39 |
| mux2i | 3 |
| nand2 | 21 |
| nand2b | 5 |
| nand3 | 6 |
| nor2 | 32 |
| nor2b | 7 |
| nor3 | 12 |
| o21a | 8 |
| o21ai | 26 |
| o221ai | 5 |
| o22ai | 8 |
| o31ai | 8 |
| o41ai | 4 |
| or3 | 3 |
| or4b | 5 |
| xnor2 | 14 |
| xor2 | 3 |
-- kinds of logic after synthesis --
family,after synthesis,share of synthesized area (%)
mux,3,1.17
fa+ha+maj,49,24.3
xor+xnor,17,5.83
simple gates,115,23.7
compound gates,130,36.3
buf+inv,58,8.71
-- layout make-up --
| cell class | count | area, µm² | area share, % |
|---|---|---|---|
| multi-input cells | 314 | 2330 | 72.4 |
| repair buffers | 59 | 576 | 17.9 |
| inverters | 39 | 146 | 4.54 |
| well taps | 133 | 166 | 5.17 |
-- where the power goes --
| part | internal [µW] | switching, µW | leakage [µW] |
|---|---|---|---|
| Clock | 0 | 0 | 0 |
| Combinational | 76.7 | 82.9 | 0.00140 |
| Sequential | 0 | 0 | 0 |
| Total | 76.7 | 82.9 | 0.00140 |
-- through the flow --
step           power (µW)  cells  area, µm²  hold slack (ps)  worst slack (ps)
6_report              160    545       3220             5230              1320
5_1_grt               179    545       3220             5290              1050
4_1_cts               160    545       3220             5230              1300
3_5_place_dp          159    545       3220             5230              1300
3_3_place_gp          158    545       3220             5230              1420
2_1_floorplan        95.5    372       2560             4220              2810
-- routing by layer --
layer / up-vias / global-route usage [%] / routed length [µm]
met3: 0 / 1.81 / 706
met5: - / 0 / 0
met4: 0 / 0.151 / 0
met2: 88 / 17.8 / 3810
li1: 1486 / - / -
met1: 1294 / 17.0 / 4070
-- placed cells by master, fill, tap and decap left out, types with 10 or more instances in the layout --
| cell type | netlist | final |
|---|---|---|
| sky130_fd_sc_hd__nor2_1 | 32 | 32 |
| sky130_fd_sc_hd__a21oi_1 | 13 | 13 |
| sky130_fd_sc_hd__nand2_1 | 21 | 21 |
| sky130_fd_sc_hd__a22oi_1 | 10 | 10 |
| sky130_fd_sc_hd__xnor2_1 | 14 | 14 |
| sky130_fd_sc_hd__clkdlybuf4s50_1 | 0 | 53 |
| sky130_fd_sc_hd__ha_1 | 48 | 48 |
| sky130_fd_sc_hd__o21ai_0 | 25 | 25 |
| sky130_fd_sc_hd__nor3_1 | 12 | 12 |
| sky130_fd_sc_hd__inv_1 | 39 | 39 |
-- worst max-delay path, cell delays in order --
cell,delay (ps)
sky130_fd_sc_hd__clkdlybuf4s50_1,450
sky130_fd_sc_hd__buf_4,310
sky130_fd_sc_hd__or4b_2,770
sky130_fd_sc_hd__a21o_1,260
sky130_fd_sc_hd__fa_1,430
sky130_fd_sc_hd__nor2b_1,210
sky130_fd_sc_hd__o31a_1,180
sky130_fd_sc_hd__a211oi_1,60
sky130_fd_sc_hd__a211o_1,270
sky130_fd_sc_hd__or4b_1,530
sky130_fd_sc_hd__or4_1,450
sky130_fd_sc_hd__nor3_1,240
sky130_fd_sc_hd__and4b_1,230
sky130_fd_sc_hd__clkdlybuf4s50_1,460
No activity file was given, so power comes from the tool's default toggle rates.
