==> /design/flow/config.mk <==
export PLATFORM = sky130hd
export DESIGN_NAME = regfile
export DESIGN_NICKNAME = regfile
export VERILOG_FILES = /design/flow/design.v
export SDC_FILE = /design/flow/constraint.sdc
export NUM_CORES = 4
export LEC_CHECK = 1
export CORE_UTILIZATION = 30
==> /design/flow/constraint.sdc <==
current_design regfile

set clk_period 5.3
set clk_io_pct 0.2

create_clock -name clk0 -period $clk_period [get_ports {clock}]

set non_clock_inputs [all_inputs -no_clocks]
set_input_delay [expr $clk_period * $clk_io_pct] -clock clk0 $non_clock_inputs
set_output_delay [expr $clk_period * $clk_io_pct] -clock clk0 [all_outputs]
==> /design/flow/design.v <==
module regfile(regSource1, regSource2, regDestination, writeData, data1, data2, writeEnable, clock, reset);
    input clock, reset, writeEnable;
    input [2:0] regSource1;
    input [2:0] regSource2;
    input [2:0] regDestination;
    input [15:0] writeData;
    output [15:0] data1;
    output [15:0] data2;
    reg [15:0] registers [0:7];  
    integer i;
    always @(posedge clock) begin
        if (reset)
            begin
                for (i=0; i<8; i=i+1)
                    registers[i] <= 16'b0000_0000_0000_0000;
            end
        else if (writeEnable && regDestination != 3'b000)  
            registers[regDestination] <= writeData;
    end
    task display_memory_content(); 
        integer f;  
        integer j;  
        begin
            f = $fopen("sim/logs/register_content.txt", "w");  
            for (j = 0; j < 8; j++) begin
                $fwrite(f, "R%1d: %04h\n", j, registers[j]);   
            end
            $fclose(f);  
        end
    endtask
    assign data1 = (regSource1==3'b000) ? 16'b0000_0000_0000_0000: registers[regSource1];  
    assign data2 = (regSource2==3'b000) ? 16'b0000_0000_0000_0000: registers[regSource2];
endmodule
==> /design/flow/run.sh <==
#!/bin/bash
# OpenROAD 26Q1-2900-gdf79404cd8, Yosys 0.63+post, stock flow scripts
make -C /OpenROAD-flow-scripts/flow DESIGN_CONFIG=/design/flow/config.mk WORK_HOME=/design/flow/orfs finish
==> flow_summary.ini <==
; flow metrics
[setup_path]
worstSetupPathType = in2out
arrival_ns = 3.72
crit_fanout = 15
critPathCaptureType = output pin
worst-endpoint-required_ns = 4.24
crit_path_start_kind = primary input

[detailed_routing]
drt_iter0_markers = 317
insertedDiodeCount = 0
route.detailed.vias_per_inst = 5.19
detail_route.drc_violations = 0
detail_route.wirelength_um = 16200
detail_route.first_pass.iterations = 4
detail_route.wl_per_cell_um = 20.7
antenna_nets_post_route = 0
route.vias.total = 4071

[yosys]
synth_top_area_share = 0.545
ys.flop_type = sky130_fd_sc_hd__edfxtp_1
synth-xor-area-share = 0
synth-compound-area-share = 0.111
postSynthRegisterBits = 112
post-synth-top-area-cell = sky130_fd_sc_hd__edfxtp_1
enable_flop_cells = 112
async_reset_ff_frac = 0
yosys_cells = 468
simple_gate_area_frac = 0.164
synth_cell_types = 27
synth.most_common_cell = sky130_fd_sc_hd__edfxtp_1
syn_avg_cell_area_um2 = 13.2
synth_instances = 468
yosys.stat.chipArea_mm2 = 0.00617
cell_area_synth_mm2 = 0.00617
synth.top_cells.by_area = sky130_fd_sc_hd__edfxtp_1 (55%), sky130_fd_sc_hd__and2_1 (11%), sky130_fd_sc_hd__mux2i_1 (7.8%)
cell_types_with_the_highest_counts_after_synthesis = sky130_fd_sc_hd__edfxtp_1 (112), sky130_fd_sc_hd__and2_1 (109), sky130_fd_sc_hd__mux2i_1 (48)
yosys.stat.seqShare = 0.545
yosys-mux-area-fraction = 0.136
adder_share = 0
synth.comb.largest_family = simple AND/OR/NAND/NOR gates
ys_warn_count = 1

[timing]
slew_headroom = 0.437
final_setup_margin_ns = 0.522
maxClockFrequency_ghz = 0.209
tightest_slew_ns = 0.843
final.min_clock_period_ns = 4.78
setup-tns-final_ns = 0
final-max-slew-violation-count = 0
rsz0062_at_grt = no
final_min_period_over_clock_period = 0.902
finalSetupViolCount = 0
final_hold_viol_count = 0

[power_and_ir_drop]
total_leakage_power_nw = 2.49
power.density_mw_per_mm2 = 277
peak_ir_drop_on_the_vdd_network_v = 0.000160

[clock_tree]
cts-resized-gates = 0
clockRootBuffer = sky130_fd_sc_hd__clkbuf_16
postCtsSetupBuffers = 0
cts_made_buffers = 9
clk_path_buf_depth = 2
ctsHoldBuffers = 0
cts_sinks = 112
tritoncts = done
cts_max_level = 3
cts.clk_slew.worst_paths_ns = 0.07

[finish]
largest_register_by_flop_count = registers
final-comb-area_mm2 = 0.00253
reg.largest.list = registers x112
fraction_of_final_layout_cells_sized_beyond_drive_strength_1 = 0.153
largest_register_ffs = 112
regArea_mm2 = 0.00336
area_growth_syn_to_layout_pct = 16.8
filler_cell_count = 1957

[worst_hold_path]
holdCritPathClass = in2reg

[global_route]
overflow = 0
first_pass_grt_wire_length_um = 25000
vias_in_the_first_global_route = 4340
grt_max_degree = 60
grt_usage = 0.164
antenna_violations_before_repair = 0

[die]
die-width_um = 145
rows = 52
core_box_area_mm2 = 0.0202
die_height_um = 145
ioPinCount = 60
initial_utilization = 0.306
die-area_mm2 = 0.0211

[placement]
dp_worst_setup_slack_ns = 0.571
dp_hpwl_um = 10200
io_buffers = 59
gp_congestion = 0.806

[job]
drv_cap = 0
log.warning_count = 25

[outcome]
result_of_the_run = finished clean
-- cell type report --
class                      count  area share
clock inverter                 5     0.00677
tap                          270      0.0469
inverter                       1    0.000521
multi-input combinational    315       0.352
clock buffer                  10      0.0318
timing repair buffer          72      0.0958
sequential                   112       0.467
-- report_power, final --
group | switching (mW) | leakage [nW] | total [mW] | internal, mW
logic | 0.141 | 1.28 | 0.285 | 0.145
clock network | 0.294 | 0.131 | 0.653 | 0.359
registers | 0.0267 | 1.07 | 1.06 | 1.03
-- path summary, 6_finish.rpt --
| path | depth (start not counted) | start | endpoint |
|---|---|---|---|
| min | 2 | writeData[2] | registers[3][2]$_SDFFCE_PN0P_ |
| max | 5 | regSource1[1] | data1[5] |
-- cells by family (layout without fill, tap and decap cells) --
family          count (synthesis)  in the layout
compound gates                 81             81
buf+inv                        41             88
simple gates                  154            154
flops                         112            112
mux                            80             80
-- cell usage in the layout, fill, tap and decap left out, types with 2 or more instances in the layout --
cell type / count
sky130_fd_sc_hd__a311oi_1: 16
sky130_fd_sc_hd__clkdlybuf4s50_1: 57
sky130_fd_sc_hd__and2_2: 4
sky130_fd_sc_hd__clkbuf_16: 9
sky130_fd_sc_hd__nand2b_1: 4
sky130_fd_sc_hd__or2_2: 7
sky130_fd_sc_hd__nand2_1: 2
sky130_fd_sc_hd__mux2_2: 32
sky130_fd_sc_hd__buf_4: 12
sky130_fd_sc_hd__a211oi_1: 16
sky130_fd_sc_hd__mux2i_1: 48
sky130_fd_sc_hd__nor2_2: 3
sky130_fd_sc_hd__clkinv_1: 3
sky130_fd_sc_hd__buf_2: 2
sky130_fd_sc_hd__and2_1: 109
sky130_fd_sc_hd__edfxtp_1: 112
sky130_fd_sc_hd__nor2b_1: 18
sky130_fd_sc_hd__nor2_4: 3
sky130_fd_sc_hd__a221oi_1: 46
-- per-stage QoR --
stage | power (mW) | util | hold slack (ns) | cell area, µm² | cells
finish | 2.00 | 0.357 | 1.49 | 7210 | 785
global route | 2.07 | 0.357 | 1.50 | 7210 | 785
CTS | 2.01 | 0.357 | 1.49 | 7210 | 785
detailed placement | 1.37 | 0.344 | 1.86 | 6930 | 770
global placement | 1.36 | 0.344 | 1.85 | 6930 | 770
floorplan | 1.22 | - | 1.26 | 6170 | 468
-- worst max-delay path, cell delays in order --
cell and delay [ns]:
sky130_fd_sc_hd__clkdlybuf4s50_1 0.72, sky130_fd_sc_hd__nor2b_2 0.81, sky130_fd_sc_hd__a221oi_1 0.25, sky130_fd_sc_hd__a221oi_1 0.33
sky130_fd_sc_hd__clkdlybuf4s50_1 0.54
-- per-layer routing --
| metal | global-route usage | vias to the layer above | share of wire |
|---|---|---|---|
| met5 | 0.0182 | - | 0 |
| met2 | 0.268 | 187 | 0.49 |
| met3 | 0.0784 | 15 | 0.10 |
| met4 | 0.0237 | 0 | 0.015 |
| li1 | - | 1893 | - |
| met1 | 0.206 | 1976 | 0.39 |
Power is estimated from default activity; no workload was simulated.
